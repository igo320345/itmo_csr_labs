<file path="config.mk">
export PLATFORM = sky130hd
export DESIGN_NAME = bin2bcd
export DESIGN_NICKNAME = bin2bcd
export VERILOG_FILES = /design/flow/design.v
export SDC_FILE = /design/flow/constraint.sdc
export NUM_CORES = 4
export LEC_CHECK = 1
export CORE_UTILIZATION = 40
</file>
<file path="constraint.sdc">
current_design bin2bcd

set clk_period 7.2
set clk_io_pct 0.2

create_clock -name clk0 -period $clk_period [get_ports {CLK}]

set non_clock_inputs [all_inputs -no_clocks]
set_input_delay [expr $clk_period * $clk_io_pct] -clock clk0 $non_clock_inputs
set_output_delay [expr $clk_period * $clk_io_pct] -clock clk0 [all_outputs]
</file>
<file path="design.v">
module bin2bcd
  (
   input        CLK,
   input        RST,
   input        en,
   input [31:0] bin,
   output [3:0] bcd0,
   output [3:0] bcd1,
   output [3:0] bcd2,
   output [3:0] bcd3,
   output [3:0] bcd4,
   output [3:0] bcd5,
   output [3:0] bcd6,
   output [3:0] bcd7,
   output [3:0] bcd8,
   output [3:0] bcd9,
   output       busy,
   output       fin
   );
   reg [31:0]   bin_r;
   reg [4:0]    bitcount;
   reg [3:0]    bcd[0:9];
   wire [3:0]   bcdp[0:9];
   assign bcd0 = bcd[0];
   assign bcd1 = bcd[1];
   assign bcd2 = bcd[2];
   assign bcd3 = bcd[3];
   assign bcd4 = bcd[4];
   assign bcd5 = bcd[5];
   assign bcd6 = bcd[6];
   assign bcd7 = bcd[7];
   assign bcd8 = bcd[8];
   assign bcd9 = bcd[9];
   localparam s_idle = 2'b00;
   localparam s_busy = 2'b01;
   localparam s_fin  = 2'b10;
   reg [1:0]    state;
   assign busy = state != s_idle;
   assign fin  = state == s_fin;
   always @(posedge CLK or negedge RST)
     if (!RST) begin
        state <= s_idle;
     end else begin
        case (state)
          s_idle: 
            if (en)
              state <= s_busy;
          s_busy:
            if (bitcount == 5'd31)
              state <= s_fin;
          s_fin:
            state <= s_idle;
          default: ;
        endcase
     end
   always @(posedge CLK) begin
      case (state)
        s_idle: 
          if (en)
            bin_r <= bin;
        s_busy:
          bin_r <= {bin_r[30:0], 1'b0};
        default: ;
      endcase
   end
   always @(posedge CLK or negedge RST)
     if (!RST) begin
        bitcount <= 5'd0;
     end else begin
        case (state)
          s_busy:
            bitcount <= bitcount + 5'd1;
          default: 
            bitcount <= 5'd0;
        endcase
     end
   generate
      genvar g;
      for (g=0; g<=9; g=g+1) begin : GEN_BCD
         wire [3:0] s;
         wire [3:0] prev;
         assign bcdp[g] = (bcd[g] >= 4'd5) ? bcd[g] + 4'd3 : bcd[g];
         if (g != 0) begin
            assign prev = bcdp[g-1];
         end else begin  
            assign prev = {bin_r[31], 3'b0};
         end
         assign s 
           = ((bcdp[g] << 1) | (prev >> 3));
         always @(posedge CLK or negedge RST)
           if (!RST) begin
              bcd[g] <= 4'd0;
           end else begin
              case (state)
                s_idle: 
                  bcd[g] <= 4'd0;
                s_busy:
                  bcd[g] <= s;
                default: ;
              endcase
           end
      end
   endgenerate
endmodule
</file>
<file path="run.sh">
#!/bin/bash
# OpenROAD 26Q1-2900-gdf79404cd8, Yosys 0.63+post, stock flow scripts
make -C /OpenROAD-flow-scripts/flow DESIGN_CONFIG=/design/flow/config.mk WORK_HOME=/design/flow/orfs finish
</file>
==> flow report <==
============================================================================================
Worst path slowest cell                                                         sky130_fd_sc_hd__clkdlybuf4s50_1
Sw power                                                                          0.000170 W
First-iteration detailed-routing DRC count                                               206
Proportion of synthesized area in mux cells                                            8.42%
Slack of the worst reg-to-reg path                                                   4.59 ns
Half-perimeter wire length after placement                                           5630 µm
Flop pwr share                                                                         54.8%
Routed length on met2                                                                3960 µm
Comb power frac                                                                         3.7%
Detail-routed via count per cell                                                        5.42
Register area                                                                    0.00214 mm²
Global-route wire length before repair                                             15,200 µm
Number of buffers between clock root and the deepest sink                                  2
Yosys warnings                                                                             2
Portion of total power attributed to the clock network                                 41.5%
Leakage component of the power                                                       2.15 nW
Dominant synthesized flop cell                                                  sky130_fd_sc_hd__dfrtp_1
List of cells traversed by the critical path                                    inv_1 > ha_1 > inv_1 > clkdlybuf4s50_1
Via count of the routed design                                                         3,257
Ratio of total power to cell area                                                 156 mW/mm²
Area figure in the yosys stat output                                             0.00438 mm²
Synth Area in Compound Gates                                                           16.3%
Vias in the first global route                                                         3,137
Clock buffer count from CTS                                                                9
Outcome                                                                         finished, final reports clean
Count of inserted antenna diode cells                                                      0
Worst IR Drop VDD                                                                 0.000106 V
First-pass DRT Iterations                                                                  4
P&R area growth vs syn                                                                 24.7%
Basic-gate share of the synthesized area counting and, or, nand and nor cells          14.0%
Effective utilization at floorplan                                                     41.9%
Total die area                                                                    0.0114 mm²
Min-delay src                                                                    bitcount[0]
Final Max Tran Viols                                                                       0
Post-CTS repair timing setup buffer count                                                  0
Filler cell count                                                                        942
Total power                                                                       0.000855 W
CP most frequent cell                                                           sky130_fd_sc_hd__inv_1
Max FO, Critical Path                                                                      3
Max Freq                                                                           0.333 GHz
Final setup violation count                                                                0
Row count                                                                                 37
Min-Delay Path Class                                                            flop to flop
Met1 layer wirelength in the final routing                                           4290 µm
Finished Cell Area                                                               0.00546 mm²
Hold WS                                                                             0.451 ns
Data required time at the worst endpoint                                             5.76 ns
Count of warning messages emitted by the tools                                            38
Post-cts hold-fix buffer tally                                                             0
Top metal layer carrying routed signals                                                 met4
Endpoint type of the worst setup path                                           primary output
Final number of hold-violating endpoints                                                   0
XOR Share, Synth                                                                      0.400%
Adder and majority gate portion of the synthesized area                                7.42%
Residual antenna-violating net count after detailed routing                                0
Clock tree from TritonCTS                                                                yes
Unique cell type count in the Yosys netlist                                               44
Minimum clock period after layout                                                    3.00 ns
Final design utilization                                                               52.2%
RePlAce Congestion                                                                     0.827
Multi-input combinational cell area                                              0.00205 mm²
Setup TNS                                                                               0 ns
Crit path launch type                                                                   flop
Sw Ratio                                                                               19.9%
Synthesized netlist cell count                                                           387
Core box area                                                                     0.0105 mm²
Initial antenna violation count                                                            0
Post-synth seq share                                                                   48.8%
Wire length on met3                                                                   552 µm
Sink count of the clock tree                                                              79
Number of standard cells reported by yosys                                               387
Reg-to-Reg Start                                                                    state[1]
Overall overflow remaining after global route                                              0
Clock root cell                                                                 sky130_fd_sc_hd__clkbuf_8
Clock latency reported for the late side of the worst-skew pair                      0.34 ns
Syn avg cell area                                                                   11.3 µm²
Measured slew at the worst slew-check pin                                           0.637 ns
Logic family by area                                                            AND-OR/OR-AND gates
Worst-path clk slew                                                                  0.08 ns
Number of instances resized during post-cts repair                                         0
Drc violations                                                                             0
Headroom to the max-slew limit                                                         57.4%
Flip-flop and latch count after synthesis                                                 79
Data arrival time of the critical path                                               1.56 ns
Maximum number of pins on one net before global-route repair                              59
Die width                                                                             107 µm
Unrepaired setup endpoints after global routing                                           no
Internal power                                                                    0.000685 W
Area of the mapped netlist                                                       0.00438 mm²
Async set-reset flop share out of synthesis                                            59.5%
Count of maximum capacitance violations                                                    0
Count of buffers from port buffering                                                      76
Area after detailed placement                                                    0.00525 mm²
Worst clock skew on the final layout                                              0.00974 ns
Category of the most critical setup path                                        flop to primary output
Die outline height                                                                    107 µm
Largest stage delay, worst path                                                      0.46 ns
Endpoint of the worst register-to-register path                                    bin_r[18]
Length in cells of the worst reg-to-reg path                                               6
Wire length per cell after detailed routing                                          14.8 µm
Hold-critical path depth                                                                   1
H-tree levels                                                                              3
Part of the cycle the worst path needs                                                 41.7%
GRT Util Overall                                                                       17.2%
Hold worst-path end                                                              bitcount[0]
Ratio of cells with drive above 1 in the final layout                                  13.5%
Number of I/O pins                                                                        77
Total Routed Length                                                                  8870 µm
Post-synth EDFFs                                                                          32
============================================================================================
## synthesized netlist by cell type (2+ instances only)
cell type,n,area share [%]
sky130_fd_sc_hd__a31o_2,7,1.4
sky130_fd_sc_hd__a31oi_1,7,1.0
sky130_fd_sc_hd__o32a_1,2,0.46
sky130_fd_sc_hd__nand4_1,3,0.43
sky130_fd_sc_hd__a32oi_1,6,1.2
sky130_fd_sc_hd__a21oi_1,13,1.5
sky130_fd_sc_hd__o21ai_0,15,1.7
sky130_fd_sc_hd__nor2b_1,10,1.4
sky130_fd_sc_hd__o22ai_1,7,1.0
sky130_fd_sc_hd__buf_6,2,0.51
sky130_fd_sc_hd__mux2_2,31,8.0
sky130_fd_sc_hd__clkbuf_1,4,0.34
sky130_fd_sc_hd__nand2_1,18,1.5
sky130_fd_sc_hd__nand2b_1,10,1.4
sky130_fd_sc_hd__buf_2,13,1.5
sky130_fd_sc_hd__a211o_1,7,1.4
sky130_fd_sc_hd__mux2i_1,2,0.46
sky130_fd_sc_hd__edfxtp_1,32,22
sky130_fd_sc_hd__a311o_1,8,1.8
sky130_fd_sc_hd__a22oi_1,2,0.34
sky130_fd_sc_hd__nor4b_1,6,1.2
sky130_fd_sc_hd__nor4_1,2,0.29
sky130_fd_sc_hd__ha_1,26,7.4
sky130_fd_sc_hd__a2111o_1,10,2.6
sky130_fd_sc_hd__a211oi_1,2,0.34
sky130_fd_sc_hd__inv_1,24,2.1
sky130_fd_sc_hd__and2_1,9,1.3
sky130_fd_sc_hd__nor3b_1,10,1.7
sky130_fd_sc_hd__nor2_1,4,0.34
sky130_fd_sc_hd__and3_1,8,1.1
sky130_fd_sc_hd__nand3_1,19,2.2
sky130_fd_sc_hd__a2111oi_0,3,0.60
sky130_fd_sc_hd__dfrtp_1,47,27
sky130_fd_sc_hd__nor3_1,8,0.91
## stage by stage
step,cells,worst slack (ns)
2_1_floorplan,387,3.36
5_1_grt,601,4.08
3_3_place_gp,585,4.33
4_1_cts,601,4.16
6_report,601,4.20
3_5_place_dp,585,4.32
## cell type report
| cell class | instances | share of cell area (%) |
|---|---|---|
| clock inverters | 6 | 1.56 |
| flip-flops and latches | 79 | 39.1 |
| repair buffers | 82 | 14.7 |
| multi-input cells | 263 | 37.5 |
| clock buffers | 10 | 2.34 |
| inverters | 25 | 1.72 |
| well taps | 136 | 3.11 |
## metal layers
layer / global-route usage, % / up-vias
li1: - / 1620
met1: 26.8 / 1563
met2: 26.4 / 68
met3: 4.71 / 6
met4: 1.37 / 0
met5: 0 / -
## sequential cells by signal (all words and copies together), names as in the netlist
register	flops
state	2
bcd	40
bin_r	32
bitcount	5
## placed cells by master (no fill, tap or decap), types with 3 or more instances in the layout
cell	netlist	layout
sky130_fd_sc_hd__buf_4	0	6
sky130_fd_sc_hd__a31oi_1	7	7
sky130_fd_sc_hd__nor4b_1	6	6
sky130_fd_sc_hd__a21oi_1	13	13
sky130_fd_sc_hd__ha_1	26	25
sky130_fd_sc_hd__nor3_1	8	8
sky130_fd_sc_hd__nand3_1	19	19
sky130_fd_sc_hd__nor2_1	4	4
sky130_fd_sc_hd__a311o_1	8	8
sky130_fd_sc_hd__nand2_1	18	18
sky130_fd_sc_hd__and2_1	9	9
sky130_fd_sc_hd__nand4_1	3	3
sky130_fd_sc_hd__inv_1	24	24
sky130_fd_sc_hd__and3_1	8	8
sky130_fd_sc_hd__nor2b_1	10	10
sky130_fd_sc_hd__mux2_2	31	31
sky130_fd_sc_hd__a31o_2	7	7
sky130_fd_sc_hd__o22ai_1	7	7
sky130_fd_sc_hd__o21ai_0	15	14
sky130_fd_sc_hd__a32oi_1	6	6
sky130_fd_sc_hd__dfrtp_1	47	47
sky130_fd_sc_hd__clkdlybuf4s50_1	0	75
sky130_fd_sc_hd__a211o_1	7	7
sky130_fd_sc_hd__edfxtp_1	32	32
sky130_fd_sc_hd__nor3b_1	10	10
sky130_fd_sc_hd__a2111oi_0	3	3
sky130_fd_sc_hd__nand2b_1	10	10
sky130_fd_sc_hd__clkbuf_8	0	9
sky130_fd_sc_hd__a2111o_1	10	10
## worst max path at each step
stage / startpoint / endpoint / slack [ns] / cells after the start
after CTS: state[0] / busy / 4.16 / 4
after global routing: state[0] / busy / 4.08 / 4
final: state[0] / busy / 4.20 / 4
## cell families after synthesis
| group | after synthesis |
|---|---|
| muxes | 33 |
| AOI/OAI and AO/OA | 94 |
| buffers and inverters | 45 |
| DFF | 79 |
| xor gates and xnor gates | 2 |
| adders and majority gates | 26 |
| and+or+nand+nor | 108 |
## power by group through the flow
stage	sequential (W)	combinational, W	clock [W]
CTS	0.000468	0.0000326	0.000370
global route	0.000468	0.0000356	0.000383
finish	0.000468	0.0000318	0.000355
## critical path, delay by kind of cell (launching register included)
kind,cells,cell delay [ns]
buffers and inverters,3,0.64
DFF,1,0.38
adders and majority gates,1,0.21
Power and IR drop assume default switching activity.
