===== flow/config.mk =====
export PLATFORM = sky130hd
export DESIGN_NAME = led
export DESIGN_NICKNAME = led
export VERILOG_FILES = /design/flow/design.v
export SDC_FILE = /design/flow/constraint.sdc
export NUM_CORES = 4
export LEC_CHECK = 1
export CORE_AREA = 10 10 107 107
export DIE_AREA = 0 0 117 117

===== flow/constraint.sdc =====
current_design led

set clk_period 3.7
set clk_io_pct 0.2

create_clock -name clk0 -period $clk_period [get_ports {clk}]

set non_clock_inputs [all_inputs -no_clocks]
set_input_delay [expr $clk_period * $clk_io_pct] -clock clk0 $non_clock_inputs
set_output_delay [expr $clk_period * $clk_io_pct] -clock clk0 [all_outputs]

===== flow/design.v =====
module led(
    input  clk,
    output IO_voltage
);
parameter count_value       = 13_499_999;  
reg [23:0]  count_value_reg ;  
reg         count_value_flag;  
always @(posedge clk) begin
    if ( count_value_reg <= count_value ) begin  
        count_value_reg  <= count_value_reg + 1'b1;  
        count_value_flag <= 1'b0 ;  
    end
    else begin  
        count_value_reg  <= 23'b0;  
        count_value_flag <= 1'b1 ;  
    end
end
reg IO_voltage_reg = 1'b0;  
always @(posedge clk) begin
    if ( count_value_flag )   
        IO_voltage_reg <= ~IO_voltage_reg;  
    else  
        IO_voltage_reg <= IO_voltage_reg;  
end
assign IO_voltage = IO_voltage_reg;
endmodule

===== flow/run.sh =====
#!/bin/bash
# OpenROAD 26Q1-2900-gdf79404cd8, Yosys 0.63+post, stock flow scripts
make -C /OpenROAD-flow-scripts/flow DESIGN_CONFIG=/design/flow/config.mk WORK_HOME=/design/flow/orfs finish

==> GITHUB_STEP_SUMMARY <==
### Flow metrics

| Metric | Value |
|---|---|
| Status | completed |
| Total CTS buffers | 3 |
| Endpoints failing setup | 0 |
| Pwr Density | 339 nW/um^2 |
| Drt pass-1 iters | 4 |
| Placement Cell Area | about 1300 sq um |
| Net Switching | 0.0812 mW |
| Io pins | 2 |
| Worst setup path startpoint | count_value_reg[9] |
| Global-route wire length before repair | 3300 um |
| Post-route cell area | 1350 sq um |
| Aggregate global-route resource usage | under 10% |
| Vias | 861 |
| Final Max Slew Viols | 0 |
| Relative slew margins | approximately 50% |
| Max cap viols | 0 |
| Cell Type Count | 30 |
| Hold_buf cts | 0 |
| Ys flops | 26 |
| Kind of critical path | reg -> reg |
| Levels on crit path | 5 |
| Post-CTS Resized | 0 |
| Area leader share | 43.0% |
| Number of global-route vias before repair | 746 |
| Yosys stat area | 1160 sq um |
| Routed Wire Length | 1920 um |
| Largest net degree at the start of global routing | 17 |
| Max clock buf depth | 2 |
| Avg WL per Cell | ~8 um |
| Final Hold Fails | 0 |
| Post-synth ARST share | 0% |
| Max stage delay on crit path | 0.60 ns |
| Flip-flops with a built-in enable | 1 |
| Peak fanout along the critical path | 16 |
| Largest cells by area | dfxtp_1 43%, xor2_1 8.3%, nor2_1 5.2% |
| RSZ-0062 raised after global routing | false |
| Peak VDD IR | 0.152 mV |
| Starting Density | 12.7% |
| Row count | 35 |
| DRC | 0 |
| Sequential power share | 61.5% |
| Max reg flops | 24 |
| Detail Route Antenna Nets | 0 |
| Critical path's top delay family | AND-OR/OR-AND gates |
| Worst Hold Class | reg -> reg |
| Worst R2R Start | count_value_reg[9] |
| Global placer's final weighted congestion | 0.780 |
| Fillers | 1024 |
| Postcts setup bufs | 0 |
| Fin util | 14.6% |
| Port Buffer Count | 1 |
| Hpwl dp | 1330 um |
| Initial antenna violation count | 0 |
| Clk ins delay skew pair | 0.26 ns |
| Worst slew pin tran | approximately 0.74 ns |
| Syn. warnings | 1 |
| Setup crit end kind | flop |
| Clk_skew | 0.00303 ns |
| OpenROAD warning count | 25 |
| Internal power | 0.376 mW |
| Comb power frac | 0% |
| Core Area | between 9000 and 10000 sq um |
| Post-Syn Area | between 1000 and 1500 sq um |
| Clock transition at path regs | 0.08 ns |
| N_diodes | 0 |
| Critical path cell sequence | and4_1 > nand3_1 > o21ai_1 > buf_4 > nor2_1 |
| Buffers & Inverters on Critical Path | 1 |
| Top-count cell post-synth | dfxtp_1 |
| Hold Startpoint | count_value_flag |
| Die width | 117 um |
| Yosys cell count | 128 |
| Hold slack | about 0.44 ns |
| Synth Flop Type | dfxtp_1 |
| Post-route setup TNS | 0 ns |
| Die Y | 117 um |
| Number of DRC markers in iteration 0 | 58 |
| Num Clock Sinks | 26 |
| Share of the yosys chip area belonging to registers | 45.5% |
| Via/cell ratio | ~3.6 |
| Critical-path top delay cell | o21ai_1 |
| Critical Path RT | a little under 4 ns |
| Total grt overflow | 0 |
| Clock power share | 38.5% |
| R2R depth | 5 |
| CTS root buf | clkbuf_8 |
| FMAX | 0.510 GHz |
| Min Tclk post-route | about 2 ns |
| Syn Inst Count | 128 |
| Most instantiated cells after synthesis | 25 x dfxtp_1, 16 x nor2_1, 11 x xor2_1 |
| Static Leak | 0.546 nW |
| Post-layout period usage | a little over half |
| Crit start category | flop |
| Syn Area/Cell | 9.10 sq um |
| Post-synth top area cell | dfxtp_1 |
| Layout cells sized above 1 | 7.75% |
| Fin worst setup slack | 1.74 ns |
| Pre-CTS setup slack | 1.77 ns |
| CTS tree | done |
| Worst hold stages | 0 |
| Chip footprint | 13700 sq um |
| H-tree Lvls | 1 |
| Critical Path AT | 2.12 ns |
| Switch share | 17.8% |
| Area delta synth->final | 15.6% |
==> power groups by stage <==
stage     clock, mW  combinational [mW]  sequential (mW)
4_1_cts       0.184         0.000000305            0.281
5_1_grt       0.195         0.000000305            0.281
6_report      0.176         0.000000305            0.281
==> layout make-up <==
cell class / count / area, sq um / area share, %
clock buffer: 4 / 55.1 / 4.09
inverter: 5 / 18.8 / 1.39
multi-input combinational: 92 / 586 / 43.5
sequential: 26 / 531 / 39.4
tap: 111 / 139 / 10.3
timing repair buffer: 2 / 17.5 / 1.30
==> cells in the final DEF (no fill, tap or decap), types with 3 or more instances in the layout <==
master / count
dfxtp_1: 25
nor2_1: 16
xor2_1: 11
nand3_1: 8
a21oi_1: 8
nand2_1: 7
o21ai_0: 6
nand4_1: 6
inv_1: 5
or3_1: 5
and4_1: 4
clkbuf_8: 4
o31ai_1: 3
or4_1: 3
==> path summary, 6_finish.rpt <==
path / endpoint / slack [ns]
setup reg to reg: count_value_reg[12] / 1.74
setup / recovery: count_value_reg[12] / 1.74
hold reg to reg: IO_voltage_reg / 0.44
hold / removal: IO_voltage_reg / 0.44
==> cells by family after synthesis <==
kind of cell | Yosys count | share of synthesized area (%)
simple gates | 57 | 28.9
flops | 26 | 45.5
compound gates | 21 | 10.5
xor+xnor | 13 | 9.77
buf+inv | 10 | 4.19
fa+ha+maj | 1 | 1.07
==> stage by stage <==
stage	std cells	total power [mW]
2_1_floorplan	128	0.288
3_3_place_gp	236	0.288
3_5_place_dp	236	0.288
4_1_cts	240	0.465
5_1_grt	240	0.477
6_report	240	0.457
==> metal layers <==
layer,track usage [%],up-vias,share of wire [%]
met2,4.09,13,41
met1,4.22,390,55
li1,-,456,-
met4,0.329,0,0.52
met5,0,-,0
met3,0.826,2,4.1
No activity file was given, so power comes from the tool's default toggle rates.
